**design/flow/config.mk**
```make
export PLATFORM = sky130hd
export DESIGN_NAME = performance_counter
export DESIGN_NICKNAME = performance_counter
export VERILOG_FILES = /design/flow/design.v
export SDC_FILE = /design/flow/constraint.sdc
export NUM_CORES = 4
export LEC_CHECK = 1
export CORE_UTILIZATION = 40
```
**design/flow/constraint.sdc**
```tcl
current_design performance_counter

set clk_period 4.4
set clk_io_pct 0.2

create_clock -name clk0 -period $clk_period [get_ports {clk}]

set non_clock_inputs [all_inputs -no_clocks]
set_input_delay [expr $clk_period * $clk_io_pct] -clock clk0 $non_clock_inputs
set_output_delay [expr $clk_period * $clk_io_pct] -clock clk0 [all_outputs]
```
**design/flow/design.v**
```verilog
module performance_counter #(
    parameter COUNTER_WIDTH = 32
) (
    input  logic                        clk,
    input  logic                        rst_n,
    input  logic                        block_completed,   
    output logic [COUNTER_WIDTH-1:0]    blocks_processed,
    output logic [COUNTER_WIDTH-1:0]    cycles_elapsed
);
    always_ff @(posedge clk or negedge rst_n) begin
        if (!rst_n)
            blocks_processed <= '0;
        else if (block_completed)
            blocks_processed <= blocks_processed + 1;
    end
    always_ff @(posedge clk or negedge rst_n) begin
        if (!rst_n)
            cycles_elapsed <= '0;
        else
            cycles_elapsed <= cycles_elapsed + 1;
    end
endmodule
```
**design/flow/run.sh**
```bash
#!/bin/bash
# OpenROAD 26Q1-2900-gdf79404cd8, Yosys 0.63+post, stock flow scripts
make -C /OpenROAD-flow-scripts/flow DESIGN_CONFIG=/design/flow/config.mk WORK_HOME=/design/flow/orfs finish
```
==> results_dict.tcl <==
# collected from the flow reports
set metrics [dict create \
    run_status "finished, final reports clean" \
    r2r_slack_ps 2610 \
    post_drt_wl_per_cell_um 13.0 \
    post-route-util_pct 55.5 \
    yosys.stat.chipArea_um2 2890 \
    area_overhead_vs_synth_pct 32.6 \
    period_used_pct 52.4 \
    cts_hold_buf 0 \
    floorplan.core_util_pct 41.9 \
    worst_ir_drop_vdd_mv 0.221 \
    synth-xor-area-share_pct 18.5 \
    power.total_mw 1.20 \
    min_path_cells 1 \
    initialDrtViolationCount 123 \
    detail_route.antenna_diodes 0 \
    synthDominantAreaCellType "dfrtp_1" \
    postRouteWirelength_um 5510 \
    globalplace.congestion 0.793 \
    synth-simple-area-share_pct 23.8 \
    synth.cellmix.compoundShare_pct 0 \
    timing_worst_setup_path_type "in -> reg" \
    timing.critical_path.required_ps 4610 \
    die_height_um 87.0 \
    fp-row-count 30 \
    clock_root_buffer "clkbuf_8" \
    holdCritStartpoint "cycles_elapsed[31]$_DFF_PN0_" \
    yosysCellCount 246 \
    first_global_vias 1901 \
    rsz0062_at_grt "no" \
    powerDensity_nw_per_um2 313 \
    total_routing_usage_reported_by_global_routing_pct 16.0 \
    grt_first_pass_wirelength_um 9200 \
    synth_adder_area_share_pct 0.865 \
    worst_hold_slack_ps 469 \
    p_leak_nw 1.60 \
    crit_arrival_ps 2520 \
    share_of_layout_cells_above_drive_strength_1_pct 7.65 \
    warnings 25 \
    total_negative_slack_ps 0 \
    critPathCaptureType "register" \
    clock-skew-final_ps 4.87 \
    hpwlAfterDp_um 3850 \
    resize_count_post_cts 0 \
    cts.sinks 64 \
    setup_viol 0 \
    layout_top_cell_excl_fill_tap "clkdlybuf4s50_1" \
    report.final.slew_viol_count 0 \
    io_pins 67 \
    timing.final.crit_period_ps 2300 \
    min_to "cycles_elapsed[31]$_DFF_PN0_" \
    numPortBuffers 66 \
    cts_tree "built" \
    detail_route.first_pass.iterations 4 \
    ctsHtreeMaxLevel 3 \
    vias 2064 \
    chipWidth_um 87.0 \
    final-hold-violation-count 0 \
    fin_cells 423 \
    layout_top_cells_excl_fill_tap "65 x clkdlybuf4s50_1, 64 x dfrtp_1, 55 x xnor2_1, 26 x nand3_1" \
    tightestPinTransition_ps 645 \
    start_kind "input pin" \
    grt.overflow.total 0 \
    cts_made_buffers 9 \
    yosysWarnings 1 \
    grt_start_max_net_pins 37 \
    worst_skew_pair.late_latency_ps 330 \
    synth_seq_share_pct 55.4 \
    timing.rr.end "blocks_processed[15]$_DFFE_PN0P_" \
    synth.top_cell.area_share_pct 55.4 \
    post-cts-setup-buffers 0 \
    achievable-frequency_mhz 434 \
    netlist-cell-type-count 23 \
    timing.max_slew.rel_slack_pct 56.8 \
    count_of_placed_standard_cells_including_taps 407 \
    syn_area_um2 2890 \
    design.die.area_um2 7570 \
    synth.ff_latch_count 64 \
    mux_area_share_pct 0.389 \
    timing.critical_path.fanout_max 9 \
    yosys-dominant-comb-family "simple AND/OR/NAND/NOR gates" \
    core-area_um2 6910 \
    max_cap_violations 0 \
    via_per_instance_ratio 4.88 \
    clk_transition_reported_paths_ps 60 \
    r2r_start "blocks_processed[4]$_DFFE_PN0P_" \
    post_synth_inst_count 246 \
    antenna_violations_before_repair 0 \
    postRouteAntennaNets 0 \
    cts-root-to-sink-buffers 2 \
    hold_class "reg -> reg" \
    synth_area_per_cell_um2 11.8 \
    biggest_area_cells "dfrtp_1 55%, xnor2_1 17%, nand4_1 4.8%, nand3_1 4.5%, nor4_4 2.9%" \
    worst_reg2reg_path_depth 4 \
    drc 0 \
]
critical path: stages:
cell and delay (ps):
clkdlybuf4s50_1 560, nand4_1 180, nor2_1 540, nand4_1 200, xnor2_1 160
cell usage after synthesis:
library cell and count:
buf_2 2, and4_2 1, mux2_2 1, xnor2_1 55, nor4_4 4, and3_1 8, and2b_1 1, ha_1 2
or3_1 1, nor2_1 7, nand2_1 22, inv_1 5, clkbuf_1 1, and4_1 4, nand4b_1 2, nand3_1 26
and2_1 3, dfrtp_1 64, nor4_1 2, nand4_4 2, nand4_1 22, nor3_1 5, xor2_1 6
routing by layer:
metal / wire length [µm] / global-route usage, % / vias up / part of all wire (%)
li1: - / - / 1017 / -
met5: 0 / 0 / - / 0
met1: 2750 / 27.0 / 992 / 50
met3: 249 / 4.33 / 6 / 4.5
met4: 73 / 1.67 / 0 / 1.3
met2: 2440 / 22.2 / 49 / 44
state kept, by name, indices dropped and copies added (netlist names):
| signal | cells |
|---|---|
| cycles_elapsed | 32 |
| blocks_processed | 32 |
layout make-up:
type	count	area (µm²)
inverters	5	18.8
fillers	632	3070
repair buffers	68	671
flip-flops and latches	64	1600
multi-input cells	174	1260
clock buffers	12	145
clock inverters	4	20.0
well taps	96	120
cell families (layout without fill, tap and decap cells):
family / after synthesis / after routing
buf+inv: 8 / 89
fa+ha+maj: 2 / 2
mux: 1 / 1
flops: 64 / 64
simple gates: 110 / 110
xor+xnor: 61 / 61
worst max-delay path by stage:
stage,start,end,slack [ps],cells after the start
global route,block_completed,blocks_processed[21]$_DFFE_PN0P_,1950,5
CTS,block_completed,blocks_processed[27]$_DFFE_PN0P_,2110,5
finish,block_completed,blocks_processed[27]$_DFFE_PN0P_,2100,5
where the power goes:
part | switching [mW] | total [mW] | internal [mW]
logic | 0.0372 | 0.114 | 0.0767
registers | 0.0393 | 0.659 | 0.619
clock network | 0.210 | 0.426 | 0.216
stage by stage:
stage	cell area (µm²)	setup slack [ps]
floorplan	2890	2580
global placement	3670	1780
detailed placement	3670	1750
CTS	3830	2110
global route	3830	1950
finish	3830	2100
Power is estimated from default activity; no workload was simulated.
