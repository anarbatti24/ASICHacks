==> flow/design.v <==
module encrypt_engine #(
    parameter BLOCK_WIDTH = 32
) (
    input  logic [BLOCK_WIDTH-1:0]  data_in,       
    input  logic [BLOCK_WIDTH-1:0]  round_key,     
    output logic [BLOCK_WIDTH-1:0]  data_out       
);
    logic [BLOCK_WIDTH-1:0] xor_result;
    assign xor_result = data_in ^ round_key;
    assign data_out = {xor_result[BLOCK_WIDTH-2:0], xor_result[BLOCK_WIDTH-1]};
endmodule
module encryption_lane #(
    parameter BLOCK_WIDTH = 32,
    parameter SEQUENCE_ID_WIDTH = 8,
    parameter ENCRYPT_LATENCY = 8
) (
    input  logic                        clk,
    input  logic                        rst_n,
    input  logic [BLOCK_WIDTH-1:0]      data_in,
    input  logic [SEQUENCE_ID_WIDTH-1:0] seq_id_in,
    input  logic                        data_in_valid,
    output logic                        data_in_ready,
    output logic [BLOCK_WIDTH-1:0]      data_out,
    output logic [SEQUENCE_ID_WIDTH-1:0] seq_id_out,
    output logic                        data_out_valid,
    input  logic                        data_out_ready
);
    logic [BLOCK_WIDTH-1:0] round_keys [ENCRYPT_LATENCY-1:0];
    assign round_keys[0] = 32'hDEADBEEF;
    assign round_keys[1] = 32'hCAFEBABE;
    assign round_keys[2] = 32'h12345678;
    assign round_keys[3] = 32'h9ABCDEF0;
    assign round_keys[4] = 32'hFEDCBA98;
    assign round_keys[5] = 32'h76543210;
    assign round_keys[6] = 32'hAAAAAAAA;
    assign round_keys[7] = 32'h55555555;
    logic [BLOCK_WIDTH-1:0]       stage_data   [ENCRYPT_LATENCY-1:0];
    logic [SEQUENCE_ID_WIDTH-1:0] stage_seq_id [ENCRYPT_LATENCY-1:0];
    logic                         stage_valid  [ENCRYPT_LATENCY-1:0];
    logic [BLOCK_WIDTH-1:0] encrypted [ENCRYPT_LATENCY-1:0];
    encrypt_engine #(
        .BLOCK_WIDTH(BLOCK_WIDTH)
    ) engine_0 (
        .data_in   (data_in),
        .round_key (round_keys[0]),
        .data_out  (encrypted[0])
    );
    genvar i;
    generate
        for (i = 1; i < ENCRYPT_LATENCY; i++) begin : gen_engines
            encrypt_engine #(
                .BLOCK_WIDTH(BLOCK_WIDTH)
            ) engine (
                .data_in   (stage_data[i-1]),
                .round_key (round_keys[i]),
                .data_out  (encrypted[i])
            );
        end
    endgenerate
    logic stall;
    assign stall         = data_out_valid && !data_out_ready;
    assign data_in_ready = !stall;
    always_ff @(posedge clk or negedge rst_n) begin
        if (!rst_n) begin
            for (int j = 0; j < ENCRYPT_LATENCY; j++) begin
                stage_data[j]   <= '0;
                stage_seq_id[j] <= '0;
                stage_valid[j]  <= 1'b0;
            end
        end else if (!stall) begin
            stage_data[0]   <= encrypted[0];
            stage_seq_id[0] <= seq_id_in;
            stage_valid[0]  <= data_in_valid;
            for (int j = 1; j < ENCRYPT_LATENCY; j++) begin
                stage_data[j]   <= encrypted[j];
                stage_seq_id[j] <= stage_seq_id[j-1];
                stage_valid[j]  <= stage_valid[j-1];
            end
        end
    end
    assign data_out       = stage_data[ENCRYPT_LATENCY-1];
    assign data_out_valid = stage_valid[ENCRYPT_LATENCY-1];
    assign seq_id_out     = stage_seq_id[ENCRYPT_LATENCY-1];
endmodule
==> flow/run.sh <==
#!/bin/bash
# OpenROAD 26Q1-2900-gdf79404cd8, Yosys 0.63+post, stock flow scripts
make -C /OpenROAD-flow-scripts/flow DESIGN_CONFIG=/design/flow/config.mk WORK_HOME=/design/flow/orfs finish
==> flow/config.mk <==
export PLATFORM = sky130hd
export DESIGN_NAME = encryption_lane
export DESIGN_NICKNAME = encryption_lane
export VERILOG_FILES = /design/flow/design.v
export SDC_FILE = /design/flow/constraint.sdc
export NUM_CORES = 4
export LEC_CHECK = 1
export CORE_UTILIZATION = 30
==> flow/constraint.sdc <==
current_design encryption_lane

set clk_period 35.6
set clk_io_pct 0.2

create_clock -name clk0 -period $clk_period [get_ports {clk}]

set non_clock_inputs [all_inputs -no_clocks]
set_input_delay [expr $clk_period * $clk_io_pct] -clock clk0 $non_clock_inputs
set_output_delay [expr $clk_period * $clk_io_pct] -clock clk0 [all_outputs]
==> results.txt <==
ys cells = 867
post-placement cell area = 14,800 um2
Top logic family = multiplexers
RSZ-0062 raised after global routing = false
Antenna Violating Nets Remaining = 0
leakage = 0.00662 uW
WHS = 426 ps
Worst Max-Slew Pin Slew = 757 ps
Max Freq = 62.1 MHz
met2 WL = 9.13 mm
yosys warning tally = 10
Highest Signal Layer = met4
gpl congestion = 0.735
clock latency (worst-skew pair) = 520 ps
PwrDens = 90.3 nW/um2
Post-CTS Setup Bufs = 0
Max VDD drop = 38.3 uV
area leader, netlist = dfrtp_1
Max Root-Sink Buffers = 3
total negative slack = 0 ps
Distinct cells, synth = 12
I/O Buffers = 85
Hold Vio Cnt, Final = 0
vias in the first global route = 6,956
Yosys chip area = 13,600 um2
worst clock skew = 17.6 ps
Die Ht = 215 um
Max-cap violations = 0
n_diodes = 0
met3 routed WL = 779 um
Final HPWL DP = 13.3 mm
first-pass GRT wire length = 39.1 mm
final slew viol count = 0
Relative slew margins = 49.5%
arrival time at the worst endpoint = 8980 ps
PnR worst setup slack = 19,500 ps
crit end category = primary output
crit path kind = in -> out
CTS buffer count = 35
Yosys reg bits = 328
most area-consuming cells after synthesis = dfrtp_1 60%, mux2_4 17%, nor3b_1 7.8%
I/O Pins = 86
mux frac, synth = 19.5%
Clock Sinks = 328
initial drt markers = 415
# resized after CTS = 0
Simple-Gate Area Share = 7.97%
DRT Wirelength = 22.8 mm
Critical Path RT = 28,480 ps
Hold Crit Class = reg -> reg
WL/cell = 14.8 um
row count = 77
largest net degree at the start of global routing = 108
synthesized cell area = 13,600 um2
area grow syn2layout = 16.6%
CORE AREA = 44,500 um2
All-Layer GR Usage = 10.6%
post-route met1 wirelength = 12.4 mm
GRT overflow = 0
Root Buffer = clkbuf_16
Mean Syn Cell Area = 15.7 um2
min cycle time layout = 16,100 ps
Setup WS pre-CTS = 19,500 ps
full die area = 46,300 um2
Synth Area in Adders = 0%
xor/xnor share = 0%
register share after synthesis = 60.2%
DR vias = 6,673
final instance area = 15,900 um2
CP Max Fanout = 106
status = finished, final reports clean
hold-fix buffers at CTS = 0
setup violators final = 0
chip width = 215 um
share of layout cells above drive strength 1 = 39.1%
top cell type's share of synthesized area = 60.2%
CTS tree = done
fp_density = 30.6%
htree depth = 2
Synth Instances = 867
initial antenna violation count = 0
tool warnings = 29
vias per inst = 4.32
Setup crit start kind = input port
CTS clk-pin slew, worst paths = 60 ps
drt pass-1 iters = 4
Residual DRC = 0
post-route clock period utilization = 45.2%
aoi/oai-family share of the synthesized area = 8.50%
==> path summary, 6_finish.rpt <==
path / from / end / slack (ps) / cells past startpoint
worst min-delay path: stage_data[2][19] / stage_data[3][20] / 430 / 1
worst max-delay path: data_out_ready / data_in_ready / 19500 / 4
worst max register to register: stage_valid[7] / stage_seq_id[0][1] / 32180 / 5
min in group asynchronous: rst_n / stage_seq_id[7][7] / 6500 / 1
worst min register to register: stage_data[2][19] / stage_data[3][20] / 430 / 1
max in group asynchronous: rst_n / stage_data[3][13] / 26630 / 4
==> routing by layer <==
layer,GRT usage [%],up-vias
li1,-,3230
met4,2.10,0
met5,0,-
met3,1.71,34
met1,18.7,3325
met2,14.0,84
==> critical path, stage by stage <==
cell	delay, ps
buf_4	370
nand2b_4	230
buf_12	580
clkdlybuf4s50_1	600
==> cells by family (layout without fill, tap and decap cells) <==
logic type / after synthesis / in the layout
AND/OR/NAND/NOR: 144 / 144
multiplexers: 185 / 185
AND-OR/OR-AND: 142 / 142
flip-flops: 328 / 328
buffers and inverters: 68 / 153
==> flip-flops by register name, indices dropped and copies added, names as in the netlist <==
name / count
stage_data: 256
stage_seq_id: 64
stage_valid: 8
==> final cells by class <==
type | instances | area, um2
clock inverter | 11 | 103
sequential | 328 | 8210
tap | 592 | 741
fill | 4190 | 28600
multi-input combinational | 471 | 4900
timing repair buffer | 98 | 976
clock buffer | 44 | 960
==> cells in the final DEF, fill, tap and decap left out <==
| master | count |
|---|---|
| dfrtp_1 | 327 |
| mux2_4 | 152 |
| nor3b_1 | 142 |
| a21oi_2 | 119 |
| clkdlybuf4s50_1 | 83 |
| clkbuf_16 | 35 |
| mux2_2 | 33 |
| a21oi_1 | 23 |
| buf_4 | 12 |
| clkinv_2 | 6 |
| clkbuf_8 | 5 |
| clkbuf_1 | 4 |
| inv_6 | 2 |
| buf_12 | 2 |
| nand2b_4 | 1 |
| nand2b_1 | 1 |
| clkinv_8 | 1 |
| clkinv_16 | 1 |
| clkinv_4 | 1 |
| buf_8 | 1 |
| dfrtp_4 | 1 |
==> stage by stage <==
stage               instances  util [%]  total power (uW)
finish                   1544      35.7              1430
global route             1544      35.7              1530
CTS                      1544      35.7              1460
detailed placement       1489      33.3              1120
global placement         1489      33.3              1100
floorplan                 867         -               998
==> synthesized netlist by cell type <==
library cell / count
mux2_4: 152
clkbuf_1: 27
buf_2: 6
buf_1: 1
buf_6: 34
mux2_2: 33
a21oi_2: 119
nand2b_1: 1
nand2b_4: 1
nor3b_1: 142
a21oi_1: 23
dfrtp_1: 328
==> where the power goes <==
group	switching (uW)	leakage (uW)	internal, uW	total, uW
registers	121	0.00376	553	674
logic	137	0.00233	290	427
clock network	142	0.000527	192	333
Power and IR drop assume default switching activity.
